===== config.mk =====
export PLATFORM = sky130hd
export DESIGN_NAME = instruction_decoder
export DESIGN_NICKNAME = instruction_decoder
export VERILOG_FILES = /design/flow/design.v
export SDC_FILE = /design/flow/constraint.sdc
export NUM_CORES = 4
export LEC_CHECK = 1
export CORE_AREA = 10 10 88 88
export DIE_AREA = 0 0 98 98

===== constraint.sdc =====
current_design instruction_decoder

set clk_period 5.2
set clk_io_pct 0.2

create_clock -name clk0 -period $clk_period

set non_clock_inputs [all_inputs -no_clocks]
set_input_delay [expr $clk_period * $clk_io_pct] -clock clk0 $non_clock_inputs
set_output_delay [expr $clk_period * $clk_io_pct] -clock clk0 [all_outputs]

===== design.v =====
module instruction_decoder (
    input [31:0] instruction,
    output reg [4:0] RegisterA,  
    output reg [4:0] RegisterB,  
    output reg [1:0] WW,  
    output reg [5:0] operation,  
    output reg [4:0] arithmatic_RD,  
	output reg [4:0] HDU_A,  
    output reg [4:0] HDU_B,  
    output reg [1:0] BR,  
    output reg [15:0] Branch_immediate,  
    output reg [15:0] MEM_addr,  
	output reg store_Enable,   
	output reg mem_Enable,   
	output reg writen_en,	 
	output reg load_signal,  
	output reg [2:0]ppp,
	output reg nicEn,   
	output reg nicEnWr, 
	output reg [1:0] adder_nic, 
	output reg load_nic   
);
always @(*) begin
    case (instruction[31:26])
        6'b101010: 
        begin  
            RegisterA = instruction[20:16];  
            RegisterB = instruction[15:11];  
            HDU_A = instruction[20:16];  
            HDU_B = instruction[15:11];  
			arithmatic_RD = instruction[25:21];  
			BR = 2'b00;  
            Branch_immediate = 5'b0;  
			MEM_addr = 0;  
			writen_en=1'b1;
			ppp=instruction[10:8];
            WW = instruction[7:6];  
            operation = instruction[5:0];  
			store_Enable=0;
			mem_Enable=0;
			load_signal=0;
			nicEn=0;
			nicEnWr=0;
			load_nic=0;
        end
        6'b100010: 
        begin  
            RegisterA = instruction[25:21];  
            RegisterB = 0;  
            HDU_A = instruction[25:21];  
            HDU_B = 0;  
			arithmatic_RD = 0;  
			BR = 2'b10;  
            Branch_immediate = instruction[15:0];  
			MEM_addr = 0;  
			writen_en=1'b0;
			ppp=instruction[10:8];
            WW =0;  
            operation = 0;  
			store_Enable=0;
			mem_Enable=0;
			load_signal=0;
			nicEn=0;
			nicEnWr=0;
			load_nic=0;
        end
        6'b100011:
        begin  
            RegisterA = instruction[25:21];  
            RegisterB = 0;  
            HDU_A = instruction[25:21];  
            HDU_B = 0;  
			arithmatic_RD = 0;  
			BR = 2'b11;  
            Branch_immediate = instruction[15:0];  
			MEM_addr = 0;  
			writen_en=1'b0;
			ppp=instruction[10:8];
            WW =0;  
            operation = 0;  
			store_Enable=0;
			mem_Enable=0;
			load_signal=0;
			nicEn=0;
			nicEnWr=0;
			load_nic=0;
        end
        6'b100000: 
        begin  
            RegisterA = 0;  
            RegisterB = 0;  
            HDU_A = instruction[25:21];  
            HDU_B = 0;  
			arithmatic_RD =  instruction[25:21];  
			BR = 0;  
            Branch_immediate = 0;  
			MEM_addr = instruction[15:0];  
			writen_en=1;
			ppp=instruction[10:8];
            WW =0;  
            operation = 0;  
			store_Enable=0;
			mem_Enable=1;
			if (instruction[14]==1&&instruction[15]==1&&instruction[1]==0&&instruction[0]==1)  
			begin
				nicEn=1;
				nicEnWr=0;
				adder_nic=2'b01;
				load_signal=0;
				load_nic=1;
			end
			else if (instruction[14]==1&&instruction[15]==1&&instruction[1]==0&&instruction[0]==0)  
			begin
				nicEn=1;
				nicEnWr=0;
				adder_nic=2'b00;
				load_signal=0;
				load_nic=1;
			end
			else if (instruction[14]==1&&instruction[15]==1&&instruction[1]==1&&instruction[0]==1) 
			begin
				nicEn=1;
				nicEnWr=0;
				adder_nic=2'b11;
				load_signal=0;
				load_nic=0;
			end
			else 
			begin
				nicEn=0;
				nicEnWr=0;
				load_signal=1;  
				load_nic=0;
			end
        end
        6'b100001: 
        begin  
            RegisterA = instruction[25:21];  
            RegisterB = 0;  
            HDU_A = instruction[25:21];  
            HDU_B = 0;  
			arithmatic_RD = 0;  
			BR = 0;  
            Branch_immediate = 0;  
			MEM_addr = instruction[15:0];  
			writen_en=0;
			ppp=instruction[10:8];
            WW =0;  
            operation = 0;  
			store_Enable=1;  
			mem_Enable=1;    
			load_signal=0;
			if(instruction[14]==1&&instruction[15]==1&&instruction[1]==1&&instruction[0]==0)  
			begin
				nicEn=1;
				nicEnWr=1;
				adder_nic=2'b10;
				load_signal=0;
				load_nic=0;
			end
			else 
			begin
				nicEn=0;
				nicEnWr=0;
				load_signal=0;
				load_nic=0;
			end
        end
        6'b111100:
        begin  
            RegisterA = 0;  
            RegisterB = 0;  
            HDU_A = 0;  
            HDU_B = 0;  
			arithmatic_RD = 0;  
			BR = 0;  
            Branch_immediate = 0;  
			MEM_addr = 0;  
			writen_en=0;
			ppp=instruction[10:8];
            WW =0;  
            operation = 0;  
			store_Enable=0;
			mem_Enable=0;
			load_signal=0;
			nicEn=0;
			nicEnWr=0;
			load_nic=0;
        end
		default:
		begin
			RegisterA = 0;  
            RegisterB = 0;  
            HDU_A = 0;  
            HDU_B = 0;  
			arithmatic_RD = 0;  
			BR = 0;  
            Branch_immediate = 0;  
			MEM_addr = 0;  
			writen_en=0;
			ppp=0;
            WW =0;  
            operation = 0;  
			store_Enable=0;
			mem_Enable=0;
			load_signal=0;
			nicEn=0;
			nicEnWr=0;
			load_nic=0;
		end
    endcase
end
endmodule

===== run.sh =====
#!/bin/bash
# OpenROAD 26Q1-2900-gdf79404cd8, Yosys 0.63+post, stock flow scripts
make -C /OpenROAD-flow-scripts/flow DESIGN_CONFIG=/design/flow/config.mk WORK_HOME=/design/flow/orfs finish

==> flow_metrics.tcl <==
# flow metrics
set metrics [dict create \
    logic_area_um2 624 \
    hold_class "input pin to primary output" \
    syn2layout_area_growth_pct 154 \
    p_total_mw 0.0668 \
    postCtsSetupBuffers 0 \
    drt-total-wl_um 4540 \
    die_w_um 98 \
    peakVddDrop_mv 0.0201 \
    worstPathArrival_ns 3.31 \
    cp.required_ns 4.16 \
    viasPerCell 4.15 \
    yosysMostFrequentCell "and3_1" \
    crit_type "input pin to primary output" \
    gp_congestion 0.832 \
    outcome "completed" \
    end_kind "primary output" \
    ys_cells 111 \
    cp_slowest_cell "or4b_4" \
    max_freq_ghz 0.230 \
    fp_util_pct 12.6 \
    wl_per_cell_um 15.9 \
    coreArea_um2 5920 \
    ys_types 28 \
    overflow 0 \
    drt_iter0_markers 36 \
    fin_tns_setup_ns 0 \
    flop_cell "dlxtn_1" \
    leakagePower_nw 0.794 \
    crit_chain "clkdlybuf4s50_1 > or4b_4 > nor2_4 > and2_1 > clkdlybuf4s50_1" \
    dr.pass1.iters 4 \
    first_global_vias 1219 \
    start_kind "input pin" \
    drive_gt1_share_pct 3.79 \
    num_antenna_cells 0 \
    async_flop_share_pct 0 \
    vias 1188 \
    cpLargestDelayFamily "simple AND/OR/NAND/NOR gates" \
    syn_area_um2 744 \
    clkPwrFrac_pct 0 \
    unconstrained_endpoints 4 \
    regArea_um2 30.0 \
    fillers 651 \
    drv_slew 0 \
    crit_fanout 23 \
    ys_top_cells_by_area "and3_1 (28%), and2_1 (17%), a22o_1 (12%)" \
    powerDensity_nw_per_um2 35.4 \
    ys_area_um2 744 \
    hold_viol_final 0 \
    unclocked_regs 2 \
    synthesis.instances 111 \
    dpl.hpwl_um 3810 \
    synth-edff-count 0 \
    setup_viol 0 \
    die_h_um 98 \
    drc 0 \
    netSwitchingFraction_pct 38.1 \
    cap_viol_max_count 0 \
    min_period_ns 4.35 \
    yosysTopAreaCell "and3_1" \
    relSlewSlack_pct 65.9 \
    grt_first_pass_wirelength_um 7200 \
    cts_resized 0 \
    rows 28 \
    largest_reg_flops 2 \
    rsz0062_at_grt "no" \
    synthTopCellsByCount "and3_1 (33), and2_1 (20), a22o_1 (10)" \
    antenna_left 0 \
    crit_path_frequent_cell "clkdlybuf4s50_1" \
    comb_power_share_pct 98.7 \
    antenna_found_initial 0 \
    io-pin-count 111 \
    warnings 32 \
    intPower_mw 0.0413 \
    die-area_um2 9600 \
    ys_ff 2 \
    critical_path_buf_inv_count 2 \
    p_sw_mw 0.0255 \
    top_area_share_pct 27.7 \
    tightestPinTransition_ns 0.509 \
    period_used_pct 83.7 \
    pwr-share-seq_pct 1.3 \
    yosysWarnings 1 \
    grt_max_degree 33 \
    cts_hold_buf 0 \
    numPortBuffers 111 \
    synth.avg_cell_area_um2 6.71 \
    max_stage_delay_ns 0.61 \
    track_usage_pct 8.93 \
]
cell families (layout without fill, tap and decap cells):
kind of cell / count (synthesis) / after routing / synth area share (%)
and+or+nand+nor: 78 / 78 / 66.7
AOI/OAI and AO/OA: 14 / 14 / 16.0
latches: 2 / 2 / 4.03
xor gates and xnor gates: 1 / 1 / 1.18
buffers and inverters: 16 / 116 / 12.1
final timing paths:
check	cells past startpoint	start	slack, ns	to
worst min-delay path	4	instruction[10]	3.00	ppp[2]
worst max-delay path	5	instruction[26]	0.85	RegisterB[0]
power by group through the flow:
stage,Combinational (mW),Clock [mW],Sequential [mW]
CTS,0.0668,0,0.000868
global route,0.0722,0,0.000951
finish,0.0660,0,0.000852
per-stage QoR:
stage               hold slack [ns]  utilization, %  cells  instance area (µm²)  setup slack (ns)
finish                         3.00            31.9    286                 1890             0.847
global route                   3.03            31.9    286                 1890             0.700
CTS                            3.01            31.9    286                 1890             0.812
detailed placement             3.01            31.9    286                 1890             0.814
global placement               3.01            31.9    286                 1890             0.832
floorplan                      2.10               -    111                  744              2.07
routing by layer:
metal / vias to the layer above / track usage, % / part of all wire, %
li1: 603 / - / -
met1: 523 / 10.8 / 41
met2: 62 / 15.4 / 48
met3: 0 / 3.63 / 11
met4: 0 / 0 / 0
met5: - / 0 / 0
cells in the final DEF (no fill, tap or decap), drive strengths merged, types with 2 or more instances in the layout:
| master | count |
|---|---|
| a22o | 10 |
| and2 | 20 |
| and3 | 33 |
| buf | 3 |
| clkdlybuf4s50 | 111 |
| dlxtn | 2 |
| inv | 2 |
| nand2 | 6 |
| nor2 | 5 |
| nor3 | 3 |
| nor4b | 2 |
area by class of cell:
class                      count  area share [%]
inverter                       2           0.397
tap                           75            4.97
multi-input combinational     93            33.0
timing repair buffer         114            60.0
sequential                     2            1.59
Power and IR drop assume default switching activity.
