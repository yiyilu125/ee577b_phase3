$ cat flow/design.v
module nic(
    input  clk,        
    input  reset,  
    input  nicEn,          
    input  nicWrEN,        
	input  net_polarity,   
	input  net_si,         
    input  net_ro,         
	input  [1:0] addr,     
    input  [63:0] net_di,  
	input  [63:0] d_in,    
    output reg [63:0] d_out,    
	output reg net_ri,          
    output reg net_so,          
    output reg [63:0] net_do   
);
    reg [63:0] input_channel_buffer;   
    reg [63:0] output_channel_buffer;  
	reg input_status;
    reg output_status;
    always @(posedge clk) 
	begin
        if (reset)   
		begin
            input_status <= 1'b0;     
            output_status <= 1'b0; 
			input_channel_buffer<=64'h0;
			output_channel_buffer<=64'h0;
            d_out <= 64'h0;          
            net_so <= 1'b0; 
			net_ri<=1'b1;
			net_do<=1'b0;	
        end 
		else 
		begin
            if (net_si && !input_status  )  
			begin
                input_channel_buffer <= net_di;    
                input_status <= 1'b1;              
				net_ri <= 1'b0;                    
            end
			if (nicEn && !nicWrEN && addr == 2'b00 && input_status )  
			begin
                d_out <= input_channel_buffer;   
                input_status <= 1'b0;            
                net_ri <= 1'b1;                  
            end
		   if (nicEn && !nicWrEN && addr == 2'b00 && !input_status )  
			begin
				d_out=0;
            end
            if (nicEn && nicWrEN && addr == 2'b10 && !output_status)    
			begin
                output_channel_buffer <= d_in;                          
                output_status <= 1'b1;                                  
            end
			if (nicEn && nicWrEN && addr == 2'b10 && output_status)    
			begin
            end
			 if (output_status    &&    net_ro   &&   net_polarity==output_channel_buffer[63])   
			begin
                output_status <= 1'b0;            
            end 
			if (nicEn    &&    !nicWrEN   &&   addr==2'b01)   
			begin                                             
                d_out <= {63'b0, input_status};               
			end
			if (nicEn    &&    !nicWrEN   &&   addr==2'b11)   
			begin                                             
                d_out <= {63'b0, output_status};              
			end
        end
    end
	always@(*)
	begin
	 if (output_status    &&    net_ro   &&   net_polarity==output_channel_buffer[63])   
		begin
            net_do = output_channel_buffer;  
            net_so = 1'b1;                       
        end 
	else if(!net_ro)
		begin
			net_do=0;
			net_so=0;
		end
	else 
		begin
			net_do=0;
			net_so=0;
		end
	end
endmodule
$ cat flow/run.sh
#!/bin/bash
# OpenROAD 26Q1-2900-gdf79404cd8, Yosys 0.63+post, stock flow scripts
make -C /OpenROAD-flow-scripts/flow DESIGN_CONFIG=/design/flow/config.mk WORK_HOME=/design/flow/orfs finish
$ cat flow/config.mk
export PLATFORM = sky130hd
export DESIGN_NAME = nic
export DESIGN_NICKNAME = nic
export VERILOG_FILES = /design/flow/design.v
export SDC_FILE = /design/flow/constraint.sdc
export NUM_CORES = 4
export LEC_CHECK = 1
export CORE_AREA = 10 10 111 111
export DIE_AREA = 0 0 121 121
$ cat flow/constraint.sdc
current_design nic

set clk_period 2.2
set clk_io_pct 0.2

create_clock -name clk0 -period $clk_period [get_ports {clk}]

set non_clock_inputs [all_inputs -no_clocks]
set_input_delay [expr $clk_period * $clk_io_pct] -clock clk0 $non_clock_inputs
set_output_delay [expr $clk_period * $clk_io_pct] -clock clk0 [all_outputs]
==> results_dict.tcl <==
# yosys + openroad results
set metrics [dict create \
    status "completed" \
    synth_flops 5 \
    avgViaCountPerCell 1.95 \
    wl_met1_um 1020 \
    cts_setup_buffers 0 \
    portBuffers 11 \
    area_growth_pct -13.6 \
    hp-class "reg -> reg" \
    cpPeakStageDelay_ns 0.47 \
    drive_above_1_share 0.0238 \
    fp.dieH_um 121 \
    wl_met3_um 434 \
    cp.depth 1 \
    fp.dieArea_sq_um 14600 \
    vdd_drop_max_uv 160 \
    ant_nets 0 \
    rsz0062_at_grt "false" \
    grt_pass1_vias 761 \
    nFillCells 1113 \
    timing.critical_path.buf_inv 1 \
    crit_chain "clkdlybuf4s50_1" \
    dp_cells 297 \
    diodes 0 \
    p_leak_nw 0.563 \
    critPathLaunchType "flip-flop" \
    crit_path_end_kind "output pin" \
    cts_tree "yes" \
    final_hold_viol_count 0 \
    warnings 152 \
    cts_resized 0 \
    grt_util_all_layers 0.0233 \
    arrival_ns 1.03 \
    htreeDepth 1 \
    critPathSlowestCell "clkdlybuf4s50_1" \
    vias 586 \
    drtIter0Drc 14 \
    setup-tns-final_ns 0 \
    fin_cells 301 \
    yosysWarnings 131 \
    fp-utilization 0.122 \
    worstSkewPairLatency_ns 0.22 \
    synth_cell_types 19 \
    hold_buffers 0 \
    cts_sinks 5 \
    cp_top_family "buffers and inverters" \
    syn_area_sq_um 1200 \
    post-route-period-util 0.668 \
    grt_pass1_wl_um 3040 \
    timing.final.crit_period_ns 1.47 \
    gp_congestion 0.749 \
    die_w_um 121 \
    first_pass_iters 2 \
    antenna_found_initial 0 \
    reg2reg_depth 3 \
    rows 36 \
    skew_ns 0.000329 \
    grt_overflow 0 \
    syn_area_per_cell_sq_um 7.78 \
    worst-setup-path-type "reg -> out" \
    place.detailed.hpwl_um 2150 \
    max_freq_mhz 681 \
    p_per_area_nw_per_um2 305 \
    drv_cap 0 \
    drc 0 \
    wl_um 2290 \
    yosys-stat-area_sq_um 1200 \
    path_clk_slew_ns 0.03 \
    clk_path_buf_depth 2 \
    setup_viol_count_final 0 \
    cts_buffers 3 \
    cts_root_buffer "clkbuf_8" \
    synthCells 154 \
    maxSlewViolCount 0 \
    highest_layer "met4" \
    crit_required_ns 1.76 \
    yosysSeqAreaShare 0.0835 \
    met2_length_um 769 \
    yosys_cells 154 \
    hold_depth 2 \
    coreArea_sq_um 9860 \
    grt_max_degree 6 \
    cp_max_fo 3 \
    drt-wirelength-per-cell_um 7.61 \
    pin_count 267 \
]
## cell usage in the layout (no fill, tap or decap), drive strengths merged
| master | count |
|---|---|
| nor2b | 1 |
| a21boi | 1 |
| o21ai | 1 |
| o21a | 1 |
| or4b | 1 |
| o221ai | 1 |
| clkbuf | 4 |
| xnor2 | 1 |
| nor2 | 3 |
| mux2i | 1 |
| dfxtp | 5 |
| clkdlybuf4s50 | 11 |
| o21ba | 1 |
| conb | 128 |
| nand4b | 2 |
| nor3 | 1 |
| nand2b | 2 |
| nand2 | 1 |
| a31oi | 1 |
| inv | 1 |
## where the power goes
| group | internal [mW] | switching, mW |
|---|---|---|
| clock | 0.124 | 0.0424 |
| combinational | 0.0256 | 0.0255 |
| sequential | 0.0959 | 0.00278 |
## state kept, by name, indices dropped and copies added (netlist names)
register,flops
d_out,1
input_status,1
net_ri,1
output_channel_buffer,1
output_status,1
## cells by family (layout without fill, tap and decap cells)
family | Yosys count | after routing | synth area share
other | 1 | 128 | 0.00313
AOI/OAI and AO/OA | 6 | 6 | 0.0376
xor gates and xnor gates | 1 | 1 | 0.00731
and+or+nand+nor | 11 | 11 | 0.0553
muxes | 1 | 1 | 0.00835
DFF | 5 | 5 | 0.0835
buffers and inverters | 129 | 16 | 0.805
## layer usage
layer  track usage  vias up
li1              -      251
met1        0.0286      226
met2        0.0306      104
met3        0.0175        5
met4       0.00754        0
met5             0        -
## per-stage QoR
stage | utilization | worst slack [ns] | hold WS, ns | instance area (sq um) | power (mW)
final | 0.105 | 0.731 | 0.461 | 1040 | 0.316
after global routing | 0.105 | 0.661 | 0.512 | 1040 | 0.343
after CTS | 0.105 | 0.721 | 0.465 | 1040 | 0.327
after detailed placement | 0.100 | 0.540 | 0.458 | 991 | 0.157
after global placement | 0.100 | 0.518 | 0.460 | 991 | 0.159
after floorplan | - | 1.03 | 0.422 | 1680 | 0.272
## synthesized netlist by cell type
library cell	instances	area, sq um
a21boi_0	1	7.51
a31oi_1	1	6.26
buf_4	128	961
conb_1	1	3.75
dfxtp_1	5	100
inv_1	1	3.75
mux2i_1	1	10.0
nand2_1	1	3.75
nand2b_1	2	12.5
nand4b_1	2	17.5
nor2_1	3	11.3
nor2b_1	1	6.26
nor3_1	1	5.00
o21a_1	1	7.51
o21ai_0	1	5.00
o21ba_2	1	10.0
o221ai_1	1	8.76
or4b_1	1	10.0
xnor2_1	1	8.76
## final timing paths
| kind | end | startpoint | slack [ns] |
|---|---|---|---|
| worst max-delay path | d_out[0] | d_out[0] | 0.73 |
| worst min-delay path | net_ri | net_ri | 0.46 |
| worst max register to register | d_out[0] | input_status | 1.11 |
| worst min register to register | net_ri | net_ri | 0.46 |
## layout make-up
cell class                 instances  area [sq um]  area share
clock buffer                       4          45.0      0.0435
inverter                           1          3.75     0.00362
multi-input combinational        147           611       0.589
sequential                         5           100      0.0966
tap                              133           166       0.161
timing repair buffer              11           110       0.106
Power is estimated from default activity; no workload was simulated.
